**flow/design.v**
```verilog
module stack (
	input clk, Stack_EN, SP_n, SP_p, RW,
	input [13:0] incr_output,
	output reg [13:0] stack_output	
);
	reg [1:0] ptr;
	reg [13:0] stack [0:3];
	always @(posedge clk) begin
		if (SP_p)
			ptr <= ptr + 1;
		else if (SP_n)
			ptr <= ptr - 1;
	end
	always @(posedge clk) begin
		if (SP_p || SP_n) begin
			if(SP_p)
				stack[ptr] <= incr_output;
			stack_output <= stack[ptr - 1];
		end
	end
endmodule
```
**flow/run.sh**
```bash
#!/bin/bash
# OpenROAD 26Q1-2900-gdf79404cd8, Yosys 0.63+post, stock flow scripts
make -C /OpenROAD-flow-scripts/flow DESIGN_CONFIG=/design/flow/config.mk WORK_HOME=/design/flow/orfs finish
```
**flow/config.mk**
```make
export PLATFORM = sky130hd
export DESIGN_NAME = stack
export DESIGN_NICKNAME = stack
export VERILOG_FILES = /design/flow/design.v
export SDC_FILE = /design/flow/constraint.sdc
export NUM_CORES = 4
export LEC_CHECK = 1
export CORE_UTILIZATION = 30
```
**flow/constraint.sdc**
```tcl
current_design stack

set clk_period 3.6
set clk_io_pct 0.2

create_clock -name clk0 -period $clk_period [get_ports {clk}]

set non_clock_inputs [all_inputs -no_clocks]
set_input_delay [expr $clk_period * $clk_io_pct] -clock clk0 $non_clock_inputs
set_output_delay [expr $clk_period * $clk_io_pct] -clock clk0 [all_outputs]
```
==> flow_metrics.py <==
# Auto-generated metrics
metrics = {
    "outcome": {
        "outcome": "finished clean",
    },
    "floorplanning": {
        "design.core.area_um2": 8380,
        "fp.dieH_um": 95.8,
        "initCoreUtil_pct": 31.5,
        "die_width_um": 95.8,
        "rows": 33,
        "ios": 33,
        "chip_area_um2": 9170,
    },
    "clock_tree": {
        "htreeDepth": 3,
        "cts-root-buf": "clkbuf_8",
        "post-cts-setup-buffer-count": 0,
        "clock.latency.late_pin_ps": 330,
        "path_clk_slew_ps": 70,
        "hold_buffers": 0,
        "post_cts_resized": 0,
        "cts-buffers-inserted": 9,
        "cts.path.max_buffers": 2,
        "tritoncts": "yes",
        "clkSinkCount": 72,
    },
    "power_and_ir_drop": {
        "pwr-share-clk_pct": 29.5,
        "power_frac_seq_pct": 53.7,
        "comb_power_share_pct": 16.8,
        "power_density_nw_per_um2": 652,
        "leakagePower_nw": 1.07,
        "p_int_mw": 1.63,
        "peakVddDrop_mv": 0.195,
        "power_switching_mw": 0.479,
        "swShare_pct": 22.7,
    },
    "final_layout": {
        "areaGrowthSynthToFinish_pct": 22.9,
        "fillers": 729,
        "drive_gt1_share_pct": 17.8,
        "comb_area_um2": 428,
        "register_area_um2": 2160,
    },
    "critical_path": {
        "rrSetupSlack_ps": 1740,
        "required_ps": 3560,
        "cpMaxStageDelayCell": "and2_1",
        "cp_num_buf_inv": 1,
        "path_max_fanout": 14,
        "crit_type": "primary input to flip-flop",
        "slowest_delay_ps": 710,
        "cp_cell_sequence": "clkdlybuf4s50_1 -> and2_1",
        "cp-start-kind": "primary input",
        "crit_family": "simple AND/OR/NAND/NOR gates",
        "end_kind": "flip-flop",
        "crit_arrival_ps": 2020,
    },
    "synth": {
        "ys.flops": 72,
        "top_area_cell": "edfxtp_1",
        "synthesis.area_um2": 2640,
        "synthTopCellsByArea": "edfxtp_1 (82%), mux4_2 (6.8%), mux4_1 (6.0%)",
        "ys_cells": 102,
        "yosysChipArea_um2": 2640,
        "synth_warnings": 1,
        "synth_area_per_cell_um2": 25.9,
        "synthCells": 102,
        "netlist.area_leader.share_pct": 82.0,
        "ys_seq_share_pct": 82.0,
        "ys_types": 11,
    },
    "timing": {
        "hold_viol": 0,
        "slew_headroom_pct": 45.4,
        "setup-violations-final": 0,
        "fin_tns_setup_ps": 0,
        "hold_slack_ps": 630,
        "max_freq_mhz": 485,
        "skew_ps": 8.22,
        "period_used_pct": 57.2,
        "drv_slew": 0,
        "fin_crit_ps": 2060,
        "worstMarginPinSlew_ps": 819,
        "rsz0062_at_grt": "false",
    },
    "grt": {
        "grt_overflow": 0,
        "track_usage_pct": 9.91,
        "grt_pass1_wl_mm": 5.99,
        "use_met1_pct": 12.1,
        "grt_max_degree": 18,
        "grt_pass1_vias": 1191,
        "grtUsageMet2_pct": 16.7,
        "busiest_layer": "met2",
        "use_met3_pct": 4.98,
        "antenna_found_initial": 0,
    },
    "placed_design": {
        "globalplace.congestion": 0.670,
        "io_buffers": 30,
        "dpl.hpwl_mm": 2.44,
    },
    "detailed_routing": {
        "wl_mm": 4.04,
        "ant_nets": 0,
        "n_antenna_cell": 0,
        "vias": 1116,
        "vias_per_cell": 4.45,
        "drc_errors": 0,
        "wire_per_inst_um": 16.1,
        "dr.first_iter.drc_count": 14,
        "first_pass_iters": 3,
    },
    "flow_run": {
        "drv_cap": 0,
        "warning_count": 30,
    },
    "hold_path": {
        "hold_class": "flip-flop to flip-flop",
    },
}
==> through the flow <==
stage / power, mW / area, µm² / utilization (%) / std cells / setup WS, ps
after global placement: 1.50 / 3040 / 36.3 / 235 / 1260
after floorplan: 1.32 / 2640 / - / 102 / 1750
final: 2.11 / 3240 / 38.7 / 251 / 1540
after global routing: 2.23 / 3240 / 38.7 / 251 / 1480
after CTS: 2.15 / 3240 / 38.7 / 251 / 1570
after detailed placement: 1.52 / 3040 / 36.3 / 235 / 1210
==> worst paths after layout <==
check | startpoint | to | depth (start not counted)
setup / recovery | SP_p | stack[2][0] | 2
hold / removal | stack[0][4] | stack_output[4] | 1
setup reg to reg | ptr[1] | stack_output[0] | 3
hold reg to reg | stack[0][4] | stack_output[4] | 1
==> power by group through the flow <==
| stage | sequential, mW | combinational [mW] | clock, mW |
|---|---|---|---|
| CTS | 1.14 | 0.366 | 0.644 |
| global route | 1.15 | 0.395 | 0.682 |
| finish | 1.13 | 0.356 | 0.623 |
==> per-layer routing <==
layer	vias to the layer above	wire [µm]	share of wire, %
li1	510	-	-
met1	557	1510	37
met2	44	2100	52
met3	5	350	8.7
met4	0	75	1.9
met5	-	0	0
==> cell families (layout without fill, tap and decap cells) <==
kind of cell	after synthesis	in the layout	share of synthesized area [%]
and+or+nand+nor	5	5	1.19
xor gates and xnor gates	1	1	0.332
muxes	14	14	12.8
adders and majority gates	4	4	1.90
DFF	72	72	82.0
buffers and inverters	6	50	1.80
==> cells in the final DEF, fill, tap and decap left out <==
cell type / n
inv_1: 3
clkbuf_8: 9
clkdlybuf4s50_1: 30
edfxtp_1: 72
xnor2_1: 1
clkinvlp_4: 2
mux4_2: 8
mux4_1: 6
ha_1: 4
bufinv_16: 1
and2_1: 4
or2_2: 1
inv_6: 3
buf_4: 1
clkinv_2: 1
==> state kept, by name, summed over array words and instances (netlist names) <==
name / count
stack_output: 14
stack: 56
ptr: 2
==> cell type report <==
type	count	area share (%)
well taps	105	4.05
multi-input cells	24	13.2
clock buffers	9	3.82
inverters	3	0.347
flip-flops and latches	72	66.7
repair buffers	31	9.50
clock inverters	7	2.36
==> cell usage after synthesis <==
library cell	instances
or2_2	1
buf_12	1
buf_2	1
ha_1	4
mux4_2	8
buf_6	1
and2_1	4
edfxtp_1	72
mux4_1	6
inv_1	3
xnor2_1	1
Power and IR drop assume default switching activity.
