==> ./design.v <==
module clock_divider(
    input clk_in,
    input increase,
    output reg led,
    output reg clk_out
);
    reg [2:0] freqState = 3'b000;
    reg [27:0] counter = 28'd0;
    reg [27:0] freq = 28'd250000000;
    always @(posedge clk_in)
    begin
        if (counter >= freq) begin
            counter <= 28'd0;
            clk_out <= ~clk_out;
        end
        else counter <= counter + 1;
    end
    always @(posedge clk_out)
    begin
        led <= ~led;
    end
    always @(posedge increase)
    begin
        case (freqState)
            3'b000: begin
                freq <= 28'd12500000;  
                freqState <= 3'b001;
            end
            3'b001: begin
                freq <= 28'd6250000;  
                freqState <= 3'b010;
            end
            3'b010: begin
                freq <= 28'd3125000;  
                freqState <= 3'b011;
            end
            3'b011: begin
                freq <= 28'd1562500;  
                freqState <= 3'b100;
            end
            3'b100: begin
                freq <= 28'd781250;  
                freqState <= 3'b101;
            end
            3'b101: begin
                freq <= 28'd390625;  
                freqState <= 3'b110;
            end
            3'b110: begin
                freq <= 28'd195312;  
                freqState <= 3'b111;
            end
            3'b111: begin
                freq <= 28'd25000000;  
                freqState <= 3'b000;
            end
        endcase
    end
endmodule
==> ./run.sh <==
#!/bin/bash
# OpenROAD 26Q1-2900-gdf79404cd8, Yosys 0.63+post, stock flow scripts
make -C /OpenROAD-flow-scripts/flow DESIGN_CONFIG=/design/flow/config.mk WORK_HOME=/design/flow/orfs finish
==> ./config.mk <==
export PLATFORM = sky130hd
export DESIGN_NAME = clock_divider
export DESIGN_NICKNAME = clock_divider
export VERILOG_FILES = /design/flow/design.v
export SDC_FILE = /design/flow/constraint.sdc
export NUM_CORES = 4
export LEC_CHECK = 1
export CORE_UTILIZATION = 30
==> ./constraint.sdc <==
current_design clock_divider

set clk_period 4.3
set clk_io_pct 0.2

create_clock -name clk0 -period $clk_period [get_ports {clk_in}]
create_clock -name clk1 -period $clk_period [get_ports {increase}]

set non_clock_inputs [all_inputs -no_clocks]
set_input_delay [expr $clk_period * $clk_io_pct] -clock clk0 $non_clock_inputs
set_output_delay [expr $clk_period * $clk_io_pct] -clock clk0 [all_outputs]
==> summary.txt <==
Results of the full flow below.

Run status:
- The flow ran to the end, and the final reports show no timing, DRC or antenna violations.

Critical path:
- STA classifies the critical path endpoint as a register.
- The arrival time of data at the worst endpoint is listed as 2.84 ns.
- The run gives the kind of critical path as register to register.
- STA classifies the critical path startpoint as a register.
- The run puts the depth of the most critical reg-to-reg path at 6.
- The run puts the maximum net fanout on the critical path at 16.
- The run puts the data required time at the worst endpoint at 4.45 ns.

Power and ir drop:
- The design draws 1360 uW.
- For this design the ratio of total power to cell area is 403 nW/um2.
- The run puts the peak supply drop at 0.117 mV.
- The run gives the power dissipated by switching net loads as 356 uW.
- The run gives the clock network fraction of total power as 37.4%.
- For this design the static power due to leakage is 0.00142 uW.
- Switching power as a fraction of the total was reported as 26.1%.
- The power report attributes to the combinational group a share of 12.7%.
- The power report lists cell-internal power as 1010 uW.
- The run puts the part of the total power dissipated in sequential elements at 49.8%.

Logic synthesis:
- The run gives the area share of the largest cell type after synthesis as 38.3%.
- Counting the warning lines in the Yosys log gives 1.
- In this run the cell area of the synthesized design comes to 3030 um2.
- The run gives the cell taking the most area after synthesis as sky130_fd_sc_hd__dfxtp_1.
- The run gives the cell count listed in synth_stat.txt as 313.
- The run gives the number of cells produced by synthesis as 313.
- For this run the top cell type by instance count after synthesis was sky130_fd_sc_hd__dfxtp_1.
- The run gives the most frequently used flop master after synthesis as sky130_fd_sc_hd__dfxtp_1.
- The run gives the post-synthesis sequential area ratio as 39.3%.
- The run puts the post-synthesis register bit count at 59.
- The post-synth count of flops with an enable pin is 1.
- The run puts the count of unique library cells instantiated by Yosys at 39.
- For reference, the post-synthesis area per instance comes to 9.67 um2.
- The run puts the total cell area reported by yosys after synthesis at 3030 um2.
- In the synthesized netlist, the cells that appear most often are 58 x sky130_fd_sc_hd__dfxtp_1, 39 x sky130_fd_sc_hd__ha_1, 37 x sky130_fd_sc_hd__inv_1, 23 x sky130_fd_sc_hd__nand2_1, 23 x sky130_fd_sc_hd__nor3_1.
- The run puts the share of flip-flops with an asynchronous set or reset at 0%.
- The synthesis report lists the most area-consuming cells as sky130_fd_sc_hd__dfxtp_1 38%, sky130_fd_sc_hd__ha_1 16%, sky130_fd_sc_hd__xnor2_1 5.8%.

Clock tree:
- The run gives the number of buffers added for setup after CTS as 0.
- The run gives the clock input transition at the sequential cells of the worst setup and hold paths as 0.06 ns.
- TritonCTS built the clock tree.
- Gates resized during post-CTS repair numbered 0.
- The run gives the hold-fix buffer count after cts as 0.

Floorplanning:
- The run puts the placeable core region at 9770 um2.
- The run puts the area enclosed by the die boundary at 10500 um2.
- The run puts the vertical die size at 102 um.
- Before placement the cells fill 31.0% of the core.
- The run gives the number of cell rows as 36.
- According to the I/O placement log, the pin count is 4.
- The die is 102 um wide.

Cells and area:
- The run puts the layout-stage area growth over the synthesis result at 11.7%.
- The run puts the core occupancy in the finished layout at 34.6%.
- The run puts the total of fill cells in the finished design at 972.
- Leaving out filler cells and counting taps, the final layout contains 457.
- The run puts the proportion of layout cells with a drive suffix above 1 at 12.0%.

Global route:
- The run puts the number of antenna violations at the first check in global routing at 0.
- Summed over all layers, the global routing overflow is 0.
- The run puts the overall track demand over capacity in global routing at 10.7%.
- The run gives the global-route wire length before repair as 8.80 mm.
- The run puts the largest net degree at the start of global routing at 30.
- The run gives the via count of the first global-routing pass as 1857.

Route:
- The run puts the tally of nets with antenna violations remaining after routing at 0.
- The routed layout has 2045 vias.
- The run puts the via count normalized by instance count at 4.47.
- The run puts the number of DRC violations after detailed-routing iteration 0 at 39.
- The run gives the routed length per placed instance as 11.1 um.
- The run puts the total inserted antenna cells at 0.
- The final layout contains routed wiring with a total length of 5.05 mm.
- For this run, design rule violations remaining after detail routing come to 0.
- The run puts the number of detailed-routing iterations run before antenna repair at 4.

Final timing:
- The final max-slew violation count recorded for this run is 0.
- The run puts the final-report setup violation count at 0.
- The run puts the number of unconstrained endpoints at 2.
- The final timing report lists clock skew as 0.00543 ns.
- The run puts the measured slew at the worst slew-check pin at 0.868 ns.
- The run gives the accumulated negative setup slack as 0 ns.
- The run gives the worst relative slew slack as 41.9%.
- The run gives the final count of hold timing violations as 0.
- The tightest hold path in the finished design has a slack of 0.505 ns.
- Setup repair after global routing left no endpoint under its margin.
- The count of unclocked register or latch pins is 1.

Worst hold path:
- Along the worst hold path, the cell count comes to 1.
- In this run the worst hold path is classified as register to register.

Placed design:
- The run gives the number of instances in the placed design as 441.
- The placement summary gives the final routability congestion estimate as 0.845.
- The HPWL after detailed placement is 3.78 mm.
- The run gives the number of input and output port buffers inserted as 2.

Run:
- The run puts the total number of warnings across the stage logs at 34.
- Max-cap violations in this run came to 0.
critical path, stage by stage (launching register included):
cell and delay (ns):
sky130_fd_sc_hd__dfxtp_1 0.36, sky130_fd_sc_hd__ha_1 0.31, sky130_fd_sc_hd__nand4_1 0.16, sky130_fd_sc_hd__nor4_1 0.46, sky130_fd_sc_hd__nor4b_4 0.80, sky130_fd_sc_hd__buf_4 0.39
sky130_fd_sc_hd__nor3_1 0.09
layout by cell type (no fill, tap or decap), types with 2 or more instances in the layout:
cell / netlist / layout
sky130_fd_sc_hd__nor4_1: 4 / 4
sky130_fd_sc_hd__nand4_1: 5 / 5
sky130_fd_sc_hd__nor3_2: 13 / 13
sky130_fd_sc_hd__a21oi_1: 14 / 14
sky130_fd_sc_hd__nand3_1: 8 / 8
sky130_fd_sc_hd__and2_1: 2 / 2
sky130_fd_sc_hd__dfxtp_1: 58 / 58
sky130_fd_sc_hd__and4_4: 2 / 2
sky130_fd_sc_hd__nor3_1: 23 / 23
sky130_fd_sc_hd__a211oi_1: 2 / 2
sky130_fd_sc_hd__xor2_1: 6 / 6
sky130_fd_sc_hd__nor2b_1: 7 / 7
sky130_fd_sc_hd__inv_1: 37 / 37
sky130_fd_sc_hd__nand4_4: 3 / 3
sky130_fd_sc_hd__clkbuf_8: 0 / 12
sky130_fd_sc_hd__clkbuf_1: 3 / 3
sky130_fd_sc_hd__nor2_1: 9 / 9
sky130_fd_sc_hd__ha_1: 39 / 39
sky130_fd_sc_hd__a21o_1: 3 / 3
sky130_fd_sc_hd__o21ai_0: 5 / 5
sky130_fd_sc_hd__mux2i_1: 3 / 3
sky130_fd_sc_hd__buf_4: 1 / 2
sky130_fd_sc_hd__nor3b_1: 2 / 2
sky130_fd_sc_hd__and3_1: 3 / 3
sky130_fd_sc_hd__clkdlybuf4s50_1: 0 / 2
sky130_fd_sc_hd__nand2_1: 23 / 23
sky130_fd_sc_hd__xnor2_1: 20 / 20
through the flow:
| stage | setup WS, ns | instance area, um2 |
|---|---|---|
| 6_report | 1.61 | 3380 |
| 3_5_place_dp | 1.62 | 3180 |
| 4_1_cts | 1.60 | 3380 |
| 2_1_floorplan | 2.27 | 3030 |
| 3_3_place_gp | 1.66 | 3180 |
| 5_1_grt | 1.38 | 3380 |
worst paths after layout:
kind                            slack, ns              startpoint                     end
max in group clk1                    2.67    freqState[2]$_DFF_P_         freq[9]$_DFF_P_
worst max register to register       1.61  counter[25]$_SDFF_PP0_  counter[23]$_SDFF_PP0_
worst min-delay path                 0.51   counter[0]$_SDFF_PP0_   counter[0]$_SDFF_PP0_
min in group clk1                    0.52    freqState[0]$_DFF_P_     freq[13]$_SDFF_PP1_
worst min register to register       0.51   counter[0]$_SDFF_PP0_   counter[0]$_SDFF_PP0_
worst max-delay path                 1.61  counter[25]$_SDFF_PP0_  counter[23]$_SDFF_PP0_
routing by layer:
layer  routed length, um  vias to the layer above  share of wire (%)  track usage, %
li1                    -                     1077                  -               -
met1                2710                      935                 54            16.9
met2                2110                       22                 42            15.4
met3                 127                       11                2.5            1.81
met4                 104                        0                2.1            2.09
met5                   0                        -                  0               0
kinds of logic (layout without fill, tap and decap cells):
group	Yosys count	in the layout	share of synthesized area (%)
AND/OR/NAND/NOR	111	111	23.8
flip-flops	59	59	39.3
buffers and inverters	46	57	6.65
adder cells (fa/ha/maj)	39	39	16.1
AND-OR/OR-AND	28	28	5.50
XOR/XNOR	26	26	7.52
multiplexers	3	3	0.992
other	1	1	0.124
sequential cells by signal, summed over array words and instances, names as in the netlist:
register / cells
counter: 28
clk_out: 1
led: 1
freqState: 3
freq: 26
power groups by stage:
stage / Clock (uW) / Combinational, uW / Sequential (uW)
after CTS: 522 / 175 / 678
after global routing: 546 / 205 / 689
final: 510 / 173 / 679
cell type report:
type,instances,area (um2),share of cell area [%]
sequential,59,1190,35.2
tap,133,166,4.92
multi-input combinational,208,1640,48.6
inverter,37,139,4.11
timing repair buffer,4,35.0,1.04
clock buffer,15,176,5.22
clock inverter,1,30.0,0.888
Power and IR drop assume default switching activity.
