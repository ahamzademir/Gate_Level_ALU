--- ./config.mk ---
export PLATFORM = sky130hd
export DESIGN_NAME = seven_segment
export DESIGN_NICKNAME = seven_segment
export VERILOG_FILES = /design/flow/design.v
export SDC_FILE = /design/flow/constraint.sdc
export NUM_CORES = 4
export LEC_CHECK = 1
export CORE_AREA = 10 10 102 102
export DIE_AREA = 0 0 112 112
--- ./constraint.sdc ---
current_design seven_segment

set clk_period 6.7
set clk_io_pct 0.2

create_clock -name clk0 -period $clk_period [get_ports {clk}]

set non_clock_inputs [all_inputs -no_clocks]
set_input_delay [expr $clk_period * $clk_io_pct] -clock clk0 $non_clock_inputs
set_output_delay [expr $clk_period * $clk_io_pct] -clock clk0 [all_outputs]
--- ./design.v ---
module seven_segment(
    input clk,
    input [7:0] data,
    output reg [6:0] seg1,
    output reg [6:0] seg2,
    output reg [6:0] seg3
);
    reg [7:0] temp;
    reg [3:0] hundreds;
    reg [3:0] tens;
    reg [3:0] ones;
    always @(posedge clk)
    begin
        temp = data;
        if (temp >= 200) begin
            hundreds = 2;
        end
        else if (temp >= 100) begin
            hundreds = 1;
        end
        else begin
            hundreds = 0;
        end
        temp = data - hundreds*100;
        if (temp >= 90) begin
            tens = 9;
        end
        else if (temp >= 80) begin
            tens = 8;
        end
        else if (temp >= 70) begin
            tens = 7;
        end
        else if (temp >= 60) begin
            tens = 6;
        end
        else if (temp >= 50) begin
            tens = 5;
        end
        else if (temp >= 40) begin
            tens = 4;
        end
        else if (temp >= 30) begin
            tens = 3;
        end
        else if (temp >= 20) begin
            tens = 2;
        end
        else if (temp >= 10) begin
            tens = 1;
        end
        else begin
            tens = 0;
        end
        ones = temp - tens*10;
    end
    always @(*)
    begin
        case (hundreds)
            4'b0000: seg1 = 7'b1000000;
            4'b0001: seg1 = 7'b1111001;
            4'b0010: seg1 = 7'b0100100;
            default: seg1 = 7'b1000000;
        endcase
        case (tens)
            4'b0000: seg2 = 7'b1000000;
            4'b0001: seg2 = 7'b1111001;
            4'b0010: seg2 = 7'b0100100;
            4'b0011: seg2 = 7'b0110000;
            4'b0100: seg2 = 7'b0011001;
            4'b0101: seg2 = 7'b0010010;
            4'b0110: seg2 = 7'b0000011;
            4'b0111: seg2 = 7'b0000111;
            4'b1000: seg2 = 7'b0000000;
            4'b1001: seg2 = 7'b0011000;
            default: seg2 = 7'b1000000;
        endcase
        case (ones)
            4'b0000: seg3 = 7'b1000000;
            4'b0001: seg3 = 7'b1111001;
            4'b0010: seg3 = 7'b0100100;
            4'b0011: seg3 = 7'b0110000;
            4'b0100: seg3 = 7'b0011001;
            4'b0101: seg3 = 7'b0010010;
            4'b0110: seg3 = 7'b0000011;
            4'b0111: seg3 = 7'b1111000;
            4'b1000: seg3 = 7'b0000000;
            4'b1001: seg3 = 7'b0011000;
            default: seg3 = 7'b1000000;
        endcase
    end
endmodule
--- ./run.sh ---
#!/bin/bash
# OpenROAD 26Q1-2900-gdf79404cd8, Yosys 0.63+post, stock flow scripts
make -C /OpenROAD-flow-scripts/flow DESIGN_CONFIG=/design/flow/config.mk WORK_HOME=/design/flow/orfs finish
==> results.txt <==
This memo summarizes the results of the implementation run.

Clock tree
Gates resized during post-CTS repair numbered 0. The count of H-tree levels built during CTS is 1. In this run the post-CTS setup repair buffer count came out at 0. The longest clock path from root to sink contains 2 buffers. The root buffer cell chosen for the clock tree is sky130_fd_sc_hd__clkbuf_8.

The report puts the hold buffer count at CTS at 0. For this design, the sink count on the clock tree is 16. TritonCTS built the clock tree. Buffers inserted during clock tree synthesis total 3. On the reported timing paths, the clock transition at the registers reads roughly 0.060 ns.

Power and ir drop
The part of the total power dissipated in the clock network is 0.169. The cell-internal power is 0.000331 W. The switching part of the total power is 0.335.

The total leakage power is between 0.6 and 0.7 nW. The power per standard cell area is 283 nW/um^2. The combinational group share of total power is 0.569. Per the OpenROAD power report, switching power amounts to 0.000167 W. The highest ir drop seen on vdd is 0.0819 mV.

The power report attributes to the sequential group a share of 0.263.

Cells and area
Compared with the post-synthesis result, the final layout area differs by 30.7%. The final design area excluding fillers is 1760 sq um. The layout cell share with drive strength beyond 1 is 0.135.

Drt
The number of antenna diodes in the final layout is 0. In the routed design, unresolved DRC markers number 0. The detailed router placed 1113 vias in this run. The antenna violation net count after detailed routing is 0. For this block, the routed nets add up to 3040 um of wire. For this run, the detailed router reports a per-instance via density of 3.93.

The count of routing violations after the opening detailed-route iteration is 36. The detailed-route wire length per cell is around 11 um. The number of iterations in the first detailed-routing pass is 4.

Synthesis
Post-synthesis, Yosys gives the total cell area as between 1000 and 1500 sq um. The biggest area contributor in the post-synthesis netlist is sky130_fd_sc_hd__dfxtp_1. In the synthesized netlist, the cells that appear most often are 16 x sky130_fd_sc_hd__dfxtp_1, 13 x sky130_fd_sc_hd__inv_1, 9 x sky130_fd_sc_hd__a21oi_1, 9 x sky130_fd_sc_hd__ha_1, 8 x sky130_fd_sc_hd__nor2_1.

The synthesized netlist contains 58 unique library cells. Averaged over all synthesized cells, the footprint is about 8.6 sq um. The synthesized design contains 0 enable-type register cells.

The cell area that synthesis handed to floorplanning was approximately 1300 sq um. sky130_fd_sc_hd__dfxtp_1 is the most common cell in the netlist. For this design, Yosys synthesis ends with a cell count of around 160.

The most used flip-flop cell is sky130_fd_sc_hd__dfxtp_1. The share of flip-flops with an asynchronous set or reset is 0. The area fraction of the dominant cell type after synthesis is 0.238. The share of the Yosys chip area taken by registers is 0.238. The warning tally printed by Yosys for this design is 1. The flip-flop and latch count after synthesis is 16. Synthesis produced a netlist whose cell count is ~160.

After synthesis, the cell types taking the most area are sky130_fd_sc_hd__dfxtp_1 24%, sky130_fd_sc_hd__ha_1 8.4%, sky130_fd_sc_hd__inv_1 3.6%, sky130_fd_sc_hd__a21oi_1 3.3%, sky130_fd_sc_hd__xnor3_1 3.3%.

Global routing
The first-pass GRT wire length is a little over 5000 um. The total routing resource utilization after global routing is 0.0456. Entering global routing, the biggest net connects 13 pins. The number of global-route vias before repair was between 1000 and 1500.

The number of antenna violations at the first check in global routing is 0. The total overflow reported by the global router is 0.

Final timing
The final number of max-transition violations is 0. The final critical path time including I/O delays and setup is 6.21 ns. The worst hold margin is 1.73 ns. The highest clock rate this design can be run at is 161 MHz. Setup total negative slack on the finished layout was measured at 0 ns. The share of the cycle needed by the critical path after routing is 0.927. Setup repair after global routing left no endpoint under its margin. The hold violation count in the final report is 0. The final timing report counts setup violations totalling 0. After layout, the worst setup slack is a little under 0.5 ns.

Status
The run finished with clean final reports.

Setup path
The report shows a maximum critical-path fanout of 7. STA classifies the critical path endpoint as a register. For reference, the most critical setup path is categorized as in2reg. The worst setup path is launched from a primary input. The OpenROAD report gives the critical path a required time of 6.84 ns. STA puts the critical path data arrival time at between 6 and 7 ns.

Die
The report lists the number of standard-cell rows as 33. The I/O pin total is 30. The floorplan step set the die height to roughly 110 um.

The share of the core area taken by cells at floorplan is 0.164. According to the floorplan report, the die width is around 110 um. The die covers 12500 sq um.

The placeable core region is 8220 sq um.

Job
The count of maximum capacitance violations is 0. The tally of OpenROAD warnings is 28.

Placement
The total cell area at the placement stage is 1690 sq um. The HPWL after detailed placement is 2500 um. At the end of routability-driven placement, the weighted congestion stood at 0.869.

Buffers placed on the I/O ports in this run total 28. Per the post-place timing report, worst setup slack is 0.134 ns.

Min path
STA reports the tightest min-delay check as being of type in2reg.
## metrics by stage
stage,std cells,utilization,total power (W)
finish,283,0.214,0.000498
global route,283,0.214,0.000541
detailed placement,279,0.206,0.000416
global placement,279,0.206,0.000415
floorplan,157,-,0.000319
CTS,283,0.213,0.000505
## layout make-up
type | count | area, sq um
fill | 892 | 6460
multi-input combinational | 116 | 916
sequential | 16 | 320
timing repair buffer | 29 | 288
tap | 105 | 131
clock buffer | 4 | 55.1
inverter | 13 | 48.8
## registers in the layout (all words and copies together), names as in the netlist
| register | count |
|---|---|
| hundreds | 2 |
| seg3 | 7 |
| seg2 | 7 |
## kinds of logic after synthesis
group	count (synthesis)	synth area share
xor+xnor	6	0.0651
fa+ha+maj	11	0.113
mux	2	0.0177
buf+inv	25	0.0892
other cells	1	0.00279
simple gates	53	0.229
flops	16	0.238
compound gates	43	0.245
## critical path, cell delays in order
cell and delay (ns):
sky130_fd_sc_hd__clkdlybuf4s50_1 0.47, sky130_fd_sc_hd__o31ai_1 0.32, sky130_fd_sc_hd__nor2_1 0.15, sky130_fd_sc_hd__or2_2 0.33, sky130_fd_sc_hd__inv_1 0.08, sky130_fd_sc_hd__ha_1 0.19, sky130_fd_sc_hd__fa_1 0.32, sky130_fd_sc_hd__nand2b_1 0.11
sky130_fd_sc_hd__a211o_1 0.32, sky130_fd_sc_hd__and2_1 0.24, sky130_fd_sc_hd__a2111oi_0 0.41, sky130_fd_sc_hd__o21a_1 0.30, sky130_fd_sc_hd__inv_1 0.09, sky130_fd_sc_hd__ha_1 0.19, sky130_fd_sc_hd__fa_1 0.41, sky130_fd_sc_hd__xnor2_2 0.26
sky130_fd_sc_hd__o21ai_0 0.13, sky130_fd_sc_hd__o22ai_1 0.33, sky130_fd_sc_hd__nor2_4 0.10, sky130_fd_sc_hd__a31o_2 0.26
## cells in the final DEF (no fill, tap or decap), drive strengths merged, types with 6 or more instances in the layout
cell / count
clkdlybuf4s50: 28
dfxtp: 16
inv: 13
nor2: 11
a21oi: 9
ha: 9
nand2: 7
nand3: 6
o21ai: 6
## metal layers
| layer | share of wire | up-vias | global-route usage |
|---|---|---|---|
| met4 | 0.014 | 0 | 0.00846 |
| li1 | - | 593 | - |
| met2 | 0.47 | 16 | 0.0773 |
| met5 | 0 | - | 0 |
| met1 | 0.44 | 502 | 0.0579 |
| met3 | 0.068 | 2 | 0.0109 |
## power by group through the flow
stage | registers (W) | logic (W) | clock network [W]
CTS | 0.000132 | 0.000285 | 0.0000886
global route | 0.000134 | 0.000316 | 0.0000906
finish | 0.000131 | 0.000283 | 0.0000840
## path summary, 6_finish.rpt
kind / slack (ns) / start / to / depth (start not counted)
min: 1.73 / data[7] / hundreds[0]$_DFF_P_ / 3
max: 0.49 / data[3] / seg3[4]$_DFF_P_ / 20
Power is estimated from default activity; no workload was simulated.
